**flow/config.mk**
```make
export PLATFORM = sky130hd
export DESIGN_NAME = Registers
export DESIGN_NICKNAME = Registers
export VERILOG_FILES = /design/flow/design.v
export SDC_FILE = /design/flow/constraint.sdc
export NUM_CORES = 4
export LEC_CHECK = 1
export CORE_UTILIZATION = 30
```
**flow/constraint.sdc**
```tcl
current_design Registers

set clk_period 7.8
set clk_io_pct 0.2

create_clock -name clk0 -period $clk_period [get_ports {clk}]

set non_clock_inputs [all_inputs -no_clocks]
set_input_delay [expr $clk_period * $clk_io_pct] -clock clk0 $non_clock_inputs
set_output_delay [expr $clk_period * $clk_io_pct] -clock clk0 [all_outputs]
```
**flow/design.v**
```verilog
`timescale 1ns/1ps
module Registers (clk, rs_a, rs, rt_a, rt, rd_a, rd, write);
    input clk, write;
    input [5:0] rs_a, rt_a, rd_a;
    input [31:0] rd;
    output reg [31:0] rs, rt;
    reg [31:0] regs[63:0];
    initial begin
        regs[0] = 0;
        regs[1] = 0;
        regs[2] = 0;
        regs[3] = 0;
        regs[4] = 0;
        regs[5] = 0;
        regs[6] = 0;
        regs[7] = 0;
        regs[8] = 0;
        regs[9] = 0;
    end
    always @(posedge clk) begin
        rs = regs[rs_a];  
        rt = regs[rt_a];  
    end
    always @(negedge clk) begin
        if (write)  
            regs[rd_a] = rd;
    end
endmodule
```
**flow/run.sh**
```bash
#!/bin/bash
# OpenROAD 26Q1-2900-gdf79404cd8, Yosys 0.63+post, stock flow scripts
make -C /OpenROAD-flow-scripts/flow DESIGN_CONFIG=/design/flow/config.mk WORK_HOME=/design/flow/orfs finish
```
==> results.toml <==
# synthesis and place-and-route metrics
[critical_path]
crit_fanout = 13
crit_chain = "clkdlybuf4s50_1 -> nor2b_1 -> nand2_1 -> buf_4 -> nor2_4 -> buf_4"
cpMostUsedCell = "buf_4"
path_class = "in2reg"
worst_ep_arrival_time_ns = 3.46
cpPeakStageDelay_ns = 0.61
end_kind = "flip-flop"
crit_slowest_cell = "clkdlybuf4s50_1"
worstPathRequired_ns = 4.45
critical_path.startpoint_type = "input pin"

[timing]
rsz0062_at_grt = "false"
report.final.slew_viol_count = 0
max_slew_margin_pct = 40.00
fin_hold_ws_ns = 1.387
hold_viol_final = 0
setup_viol = 0
worst_slack_ns = 0.9832
tightest_slew_ns = 0.8999
fin_skew_ns = 0.06150

[placed_design]
place.gp.congestion = 0.9432
port_buffers = 115
dp_cells = 8735
hpwl_um = 201100
dp_slack_ns = 0.1111

[drt]
avgRoutedWirePerCell_um = 27.89
drc = 0
routed_wl_um = 312500
ant_nets = 0
vias = 58570
viasPerCell = 5.227
first_pass_iters = 6
drtIter0Drc = 3682

[floorplan]
die_area_um2 = 317200
core_area_um2 = 312700
placementRows = 205
die_h_um = 563.2
die_width_um = 563.2
fp-utilization_pct = 30.22
ioPinCount = 116

[cells_and_area]
drive_above_1_share_pct = 26.93
instances_no_fill = 11210
area_growth_pct = 25.91

[yosys]
yosysUniqueCellTypes = 44
top_cell = "edfxtp_1"
ys_cells = 4494
syn_avg_cell_area_um2 = 21.02
synth-edff-count = 2048
ys_warn_count = 1
yosysTopAreaCellShare_pct = 65.09
yosys-top-cells-area = "edfxtp_1 65%, mux4_2 25%, dfxtp_1 1.4%, o22ai_1 1.3%, mux2i_1 0.76%"
ys_ff = 2112
yosysTopAreaCell = "edfxtp_1"
flop_cell = "edfxtp_1"
ys_seq_share_pct = 66.45
ys_area_um2 = 94480
async_reset_ff_share_pct = 0
common_cells = "2,048 x edfxtp_1, 1,032 x mux4_2, 194 x o22ai_1"
synth_area_um2 = 94480
synth_cells = 4494

[cts]
cts_tree = "done"
clk_latency_ns = 0.91
postCtsHoldBufs = 0
clk_pin_slew_ns = 0.06
clock-sinks = 2112
cts_root_buffer = "clkbuf_16"
clock_path_buffers = 4
htree_levels = 4
cts_resized = 0
cts_buffers = 221
cts_setup_buffers = 0

[power]
p_per_area_nw_per_um2 = 252.2
ir_drop_mv = 0.1809
p_leak_nw = 44.88

[run]
maxCapViolCount = 0
tool_warnings = 1028

[outcome]
outcome = "completed"

[grt]
grt_usage_pct = 21.31
overflow = 0
antenna_found_initial = 23
grt_pass1_wl_um = 446200
grt_max_degree = 92
first_global_vias = 67830

[worst_hold_path]
hp-class = "in2reg"
path summary, 6_finish.rpt:
| path | from | to | slack [ns] | depth (start not counted) |
|---|---|---|---|---|
| setup / recovery | write | regs[10][8] | 0.98 | 6 |
| hold / removal | rt_a[4] | rt[9] | 1.39 | 3 |
| setup reg to reg | regs[2][10] | rs[10] | 1.29 | 5 |
| hold reg to reg | regs[14][25] | rs[25] | 4.83 | 3 |
report_power, final:
| group | leakage (nW) | switching (mW) | total (mW) | internal [mW] |
|---|---|---|---|---|
| Combinational | 11.3 | 1.38 | 2.28 | 0.899 |
| Clock | 14.6 | 7.18 | 15.0 | 7.83 |
| Sequential | 19.0 | 0.0549 | 12.7 | 12.7 |
cell type report:
class	count	area, um^2
diodes	29	72.57
repair buffers	466	5315
clock buffers	230	5734
well taps	4140	5180
multi-input cells	2016	30400
flip-flops and latches	2112	62780
fillers	27550	193700
clock inverters	2212	9482
metrics by stage:
step / power (mW) / instance area [um^2] / setup TNS (ns) / utilization [%]
2_1_floorplan: 15.52 / 94550 / -145.39 / -
3_3_place_gp: 16.68 / 103700 / 0 / 33.16
3_5_place_dp: 16.69 / 103700 / 0 / 33.16
4_1_cts: 30.43 / 118900 / 0 / 38.03
5_1_grt: 31.70 / 119000 / 0 / 38.05
6_report: 30.00 / 119000 / 0 / 38.05
state kept, by name, summed over array words and instances, names as in the netlist:
name and flops:
rt 32, rs 32, regs 2048
cell usage in the layout, fill, tap and decap left out, drive strengths merged, types with 59 or more instances in the layout:
master and count:
inv 2111, edfxtp 2048, mux4 1032, buf 395
clkbuf 230, o22ai 194, nor2 126, mux2i 72
clkdlybuf4s50 71, a21oi 69, a22oi 69, dfxtp 64
a22o 62, a221oi 59
critical path: cells and delay by family:
kind                   cells  cell delay, ns
buffers and inverters      3            1.16
and+or+nand+nor            3            0.71
per-layer routing:
metal,wire [um],GRT usage (%),vias to the layer above
met5,587,2.003,-
met4,23200,14.80,22
met3,44050,14.82,774
met2,150700,31.64,4058
met1,93910,20.68,28960
li1,-,-,24760
logic make-up after synthesis:
group | after synthesis | synth area share, %
buf+inv | 366 | 2.046
flops | 2112 | 66.45
simple gates | 316 | 1.654
mux | 1110 | 25.43
compound gates | 590 | 4.422
Power and IR drop assume default switching activity.
